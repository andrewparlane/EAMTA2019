$ cat design/flow/config.mk
export PLATFORM = sky130hd
export DESIGN_NAME = RegisterBank
export DESIGN_NICKNAME = RegisterBank
export VERILOG_FILES = /design/flow/design.v
export SDC_FILE = /design/flow/constraint.sdc
export NUM_CORES = 4
export LEC_CHECK = 1
export CORE_AREA = 10 10 70 70
export DIE_AREA = 0 0 80 80
$ cat design/flow/constraint.sdc
current_design RegisterBank

set clk_period 1.1
set clk_io_pct 0.2

create_clock -name clk0 -period $clk_period [get_ports {clk}]

set non_clock_inputs [all_inputs -no_clocks]
set_input_delay [expr $clk_period * $clk_io_pct] -clock clk0 $non_clock_inputs
set_output_delay [expr $clk_period * $clk_io_pct] -clock clk0 [all_outputs]
$ cat design/flow/design.v
`timescale 10ns/1ns
package operation_pkg;
    typedef enum logic [3:0]
    {
        Operation_ADD = 0,
        Operation_SUB,
        Operation_MUL,
        Operation_DIV,
        NUM_OPERATIONS
    } Operation;
endpackage
`timescale 10ns/1ns
module RegisterBank
#(
    parameter WIDTH = 8
)
(
    input                       clk,
    input                       rst,
    input                       wr_en,
    input [WIDTH-1:0]           in,
    output logic [WIDTH-1:0]    out
);
    always @(posedge clk) begin
        if (rst) begin
            out <= '0;
        end
        else if (wr_en) begin
            out <= in;
        end
    end
endmodule
$ cat design/flow/run.sh
#!/bin/bash
# OpenROAD 26Q1-2900-gdf79404cd8, Yosys 0.63+post, stock flow scripts
make -C /OpenROAD-flow-scripts/flow DESIGN_CONFIG=/design/flow/config.mk WORK_HOME=/design/flow/orfs finish
==> reports/metrics.yaml <==
status:
  status: "finished clean"
logic_synthesis:
  ys.flop_type: "dfxtp_1"
  yosys_area_um2: 285.3
  ys_sh_adder: 0
  synth-xor-area-share: 0
  yosys-top-cells-count: "dfxtp_1 (8), mux2i_1 (8), nor2_1 (8)"
  synth_top_area_share: 0.5614
  ys_seq_share: 0.5614
  synth_warnings: 1
  area_leaders: "dfxtp_1 (56%), mux2i_1 (28%), nor2_1 (11%)"
  async_reset_ff_frac: 0
  ys_sh_aoi: 0
  topCombFamilyByArea: "multiplexers"
  netlist_area_um2: 285.3
  mux_area_frac: 0.2807
  synth_cell_types: 5
  ys_ff: 8
  syn_inst: 26
  syn_area_per_cell_um2: 10.97
  yosysTopAreaCell: "dfxtp_1"
  yosys.area_share.simple: 0.1053
  synth-cells-yosys: 26
  edf_count: 0
global_route:
  grt_max_degree: 9
  overflow: 0
  met2_usage: 0.05538
  grt_pass1_wl_mm: 1.324
  antenna_found_initial: 0
  grt_pass1_vias: 291
  top_usage_layer: "met2"
  grtUsageMet1: 0.01940
  grtUsageMet3: 0.01136
  grt_usage: 0.02599
detailed_routing:
  drt-total-wl_um: 852
  dr.pass1.iters: 2
  vias_per_cell: 2.652
  ant_nets: 0
  vias: 244
  wire_per_inst_um: 9.261
  antenna_cells: 0
  dr.first_iter.drc_count: 7
  drc: 0
setup_path:
  regToRegSetupSlack_ns: 0.48
  rr_worst_depth: 2
  start_kind: "flip-flop"
  cp_data_arrival_time_ns: 0.79
  cp.depth: 1
  critPathBufInv: 1
  r2r-end: "out[2]"
  critPathTopFamily: "flip-flops"
  endpoint_kind: "output port"
  critPathLaunch: "out[1]"
  crit_required_ns: 0.88
  slowest_delay_ns: 0.31
  timing.rr.start: "out[2]"
  path_max_fanout: 2
  slowest_stage: "dfxtp_2"
  crit_chain: "dlygate4sd2_1"
  crit_type: "reg -> out"
timing:
  rsz0062_at_grt: "no"
  slew_headroom: 0.7811
  timing.final.hold_violations: 0
  fmax_mhz: 993.4
  finalCriticalPeriod_ns: 1.007
  worstMarginPinSlew_ns: 0.3273
  setup_ws_ns: 0.09335
  clock_skew_ns: 0
  drv_slew: 0
  setup_viol: 0
  fin_crit_sh: 0.9151
floorplanning:
  dieHeight_um: 80
  dieArea_mm2: 0.006400
  fp_util: 0.08352
  std_cell_rows: 21
  design.core.area_mm2: 0.003416
  ios: 19
  die_x_um: 80
placed_design:
  place_congestion: 0.6635
  io_buffers: 18
  post-place-ws_ns: -0.1432
final_layout:
  n_fill_cell: 392
  drive_above_1_share: 0.2609
  top_regs: "out x8"
  largest_register_ffs: 8
  regArea_um2: 170.2
  syn2layout_area_growth_pct: 92.98
  largest_register: "out"
  comb_area_um2: 110.1
clock_tree:
  cts_setup_buffers: 0
  clock_path_buffers: 2
  cts_buffers: 3
  clk_latency_ns: 0.24
  cts_resized: 16
  path_clk_slew_ns: 0.05
  cts.sinks: 8
  cts_tree: "done"
  cts_max_level: 1
  root_buffer: "clkbuf_4"
  holdBufCountCts: 0
hold_path:
  hp-start: "out[5]"
  min_path_type: "reg -> reg"
  hold_path_depth: 2
  min_to: "out[5]"
power_and_ir_drop:
  power.density_mw_per_mm2: 1134
  vdd_drop_max_v: 0.0002120
  power.total_mw: 0.6242
  leakagePower_nw: 0.2510
job:
  warning_count: 25
  maxCapViolations: 0
-- cell families after synthesis --
kind of cell	Yosys count
buffers and inverters	2
flip-flops	8
AND/OR/NAND/NOR	8
multiplexers	8
-- worst reg2reg max path, delay by kind of cell (launching register included) --
kind	cells	cell delay, ns
mux	1	0.12
flops	1	0.31
simple gates	1	0.06
-- final cells by class --
cell class | instances | area share
repair buffers | 19 | 0.3455
flip-flops and latches | 8 | 0.3091
multi-input cells | 16 | 0.2000
well taps | 46 | 0.1045
clock buffers | 3 | 0.04091
-- cell usage in the layout (no fill, tap or decap) --
master,n
clkdlybuf4s50_1,10
mux2i_1,8
nor2_1,8
dfxtp_2,8
dlygate4sd2_1,8
clkbuf_4,3
buf_12,1
-- layer usage --
metal / up-vias / wire length (µm)
li1: 126 / -
met1: 114 / 258
met2: 2 / 552
met3: 2 / 35
met4: 0 / 5
met5: - / 0
-- how the worst max path moves through the flow --
stage	to
4_1_cts	out[1]
5_1_grt	out[0]
6_report	out[1]
-- power breakdown --
part           internal, mW  switching, mW
Sequential            0.311        0.00787
Clock                 0.124         0.0820
Combinational        0.0701         0.0292
Total                 0.505          0.119
-- stage by stage --
stage	hold slack (ns)	std cells	util	setup TNS, ns	instance area, µm²
after global routing	0.5118	92	0.1612	0	550.5
after global placement	0.4875	89	0.1546	-0.9726	528.0
after CTS	0.4871	92	0.1612	0	550.5
after detailed placement	0.4949	89	0.1546	-1.029	528.0
final	0.4817	92	0.1612	0	550.5
after floorplan	0.3668	26	-	0	285.3
Power and IR drop assume default switching activity.
