[/design/flow/design.v]
`timescale 10ns/1ns
package operation_pkg;
    typedef enum logic [3:0]
    {
        Operation_ADD = 0,
        Operation_SUB,
        Operation_MUL,
        Operation_DIV,
        NUM_OPERATIONS
    } Operation;
endpackage
module alu #(
  parameter WIDTH = 8,
  parameter NOPS = 4
  )(
  input wire        [NOPS:0]    opcode,
  input wire signed [WIDTH-1:0] in_a,
  input wire signed [WIDTH-1:0] in_b,
  input wire        [0:0]       nvalid_data,
  output wire       [0:0]       negative,
  output wire       [0:0]       zero,
  output wire       [0:0]       error,
  output wire       [WIDTH-1:0] out_low,
  output wire       [WIDTH-1:0] out_high
  );
localparam  SUM = 5'b00001,
            SUB = 5'b00010,
            MUL = 5'b00100,
            DIV = 5'b01000,
            NOP = 5'b10000,
            SIZE = WIDTH*2;
reg signed [SIZE-1:0] out;
wire [0:0] div_zero;
always @(*) begin
  case (opcode)
    SUM: out = in_a + in_b;
    SUB: out = in_a - in_b;
    MUL: out = in_a * in_b;
    DIV: out = in_a / in_b;
    NOP: out = 1'sb0 <<< SIZE;  
    default: out = 1'sb0 <<< SIZE;  
  endcase
end
assign div_zero = (opcode == DIV) ? (~|in_b ? 1'b1 : 1'b0) : 1'b0;
assign error = (div_zero | nvalid_data) ? 1'b1 : 1'b0;
assign negative = out[SIZE-1];
assign zero = ~|{out_high, out_low};  
assign out_high = error ? {SIZE{1'b1}} : out[SIZE-1:WIDTH];
assign out_low  = error ? {SIZE{1'b1}} : out[WIDTH-1:0];
endmodule
[/design/flow/config.mk]
export PLATFORM = sky130hd
export DESIGN_NAME = alu
export DESIGN_NICKNAME = alu
export VERILOG_FILES = /design/flow/design.v
export SDC_FILE = /design/flow/constraint.sdc
export NUM_CORES = 4
export LEC_CHECK = 1
export CORE_UTILIZATION = 40
[/design/flow/constraint.sdc]
current_design alu

set clk_period 29.4
set clk_io_pct 0.2

create_clock -name clk0 -period $clk_period

set non_clock_inputs [all_inputs -no_clocks]
set_input_delay [expr $clk_period * $clk_io_pct] -clock clk0 $non_clock_inputs
set_output_delay [expr $clk_period * $clk_io_pct] -clock clk0 [all_outputs]
[/design/flow/run.sh]
#!/bin/bash
# OpenROAD 26Q1-2900-gdf79404cd8, Yosys 0.63+post, stock flow scripts
make -C /OpenROAD-flow-scripts/flow DESIGN_CONFIG=/design/flow/config.mk WORK_HOME=/design/flow/orfs finish
==> results.json <==
{
  "status": "finished with violations",
  "failed_checks": "setup timing",
  "crit_required_ns": 23.52,
  "port_buffers": 41,
  "synthMuxAreaShare_pct": 4.06,
  "ys_chip_area_um2": 10500,
  "worstSetupEndpointType": "output port",
  "io_pins": 41,
  "synth.distinct_cells": 88,
  "yosys.area.top_type": "ha_1",
  "vias": 12300,
  "layout_top_cells": "buf_4, ha_1, nand2_1, nor2_1, inv_1",
  "warnings": 45,
  "rsz0062_at_grt": "true",
  "final_min_period_over_clock_period_pct": 118,
  "setup-violations-final": 18,
  "fp_util_pct": 41.3,
  "placementRows": 58,
  "cpMaxStageDelayCell": "a2111o_1",
  "topCellsByArea": "ha_1, fa_1, a21oi_1",
  "areaGrowthSynthToFinish_pct": 59.2,
  "cp_common_cell": "ha_4",
  "ys_sh_adder_pct": 32.9,
  "wirelength_um": 36400,
  "critical_path_class": "input port to output port",
  "startpoint": "in_b[0]",
  "worst_slack_ns": -5.38,
  "final_max_slew_viol_count": 0,
  "hpwlAfterDp_um": 29900,
  "cp_max_fo": 8,
  "postSynthSeqShare_pct": 0,
  "post-place-ws_ns": -7.02,
  "holdBufCountCts": 0,
  "hold_class": "input port to output port",
  "netlist_instances": 1426,
  "cap_violations": 0,
  "netlist.area_leader.share_pct": 22.0,
  "finalHoldViolations": 0,
  "flops": 0,
  "register_area_um2": 0,
  "syn_area_um2": 10500,
  "drc_errors": 0,
  "gp_congestion": 0.935,
  "grt_pass1_wl_um": 57700,
  "grt_max_degree": 19,
  "layout.cells.non_filler": 2292,
  "grt_use_total_pct": 27.6,
  "finalCriticalPeriod_ns": 34.78,
  "avgViaCountPerCell": 5.36,
  "drtIter0Drc": 608,
  "ys_sh_xor_pct": 8.32,
  "ys_cells": 1426,
  "slowest_delay_ns": 0.48,
  "synth.logic.top_family": "adder cells",
  "drive_gt1_share_pct": 39.4,
  "worstPathArrival_ns": 28.90,
  "first_global_vias": 11300,
  "chipArea_um2": 26900,
  "antenna_left": 0,
  "wl_per_cell_um": 15.9,
  "start_kind": "input port",
  "post-place-cells": 2220,
  "worst_slew_pin_slew_ns": 0.811,
  "mostFrequentLayoutCell": "buf_4",
  "synth-simple-area-share_pct": 22.6,
  "gr-total-overflow": 0,
  "clockBufferCount": 0,
  "first_pass_iters": 5,
  "ys_warn_count": 1,
  "dieWidth_um": 164,
  "antenna_found_initial": 3,
  "utilization_pct": 65.7,
  "hold_start": "nvalid_data[0]",
  "die_h_um": 164,
  "aoi_share_pct": 26.9,
  "relSlewSlack_pct": 45.5,
  "synth_area_per_cell_um2": 7.37,
  "max_freq_mhz": 28.8,
  "coreArea_um2": 25500
}
[critical path, delay by kind of cell]
kind                     cells  cell delay (ns)
buffers and inverters       17             2.18
AND/OR/NAND/NOR             35             5.72
adder cells (fa/ha/maj)     15             3.70
XOR/XNOR                     1             0.07
multiplexers                 4             1.19
AND-OR/OR-AND               53            10.07
[cells by family (layout without fill, tap and decap cells)]
logic type,count (synthesis),after routing
and+or+nand+nor,478,478
AOI/OAI and AO/OA,422,422
adders and majority gates,242,242
buffers and inverters,144,637
xor gates and xnor gates,99,99
muxes,39,39
other,2,45
[through the flow]
| stage | area (um^2) | hold slack (ns) | setup TNS, ns |
|---|---|---|---|
| after floorplan | 11600 | 11.89 | -67.35 |
| after global placement | 15200 | 12.99 | -111.62 |
| after detailed placement | 15200 | 12.98 | -113.29 |
| after CTS | 15400 | 12.99 | -102.08 |
| after global routing | 16700 | 12.65 | -107.96 |
| final | 16700 | 12.60 | -88.59 |
[path summary, 6_finish.rpt]
path | end | slack (ns) | cells after the start
max | zero[0] | -5.38 | 125
min | out_low[7] | 12.60 | 5
[Yosys cell counts, types with 4 or more instances]
master    instances
buf_2             7
o21a_1           30
a221o_1           6
a211o_1           4
nor2_1          114
fa_1             57
o21ai_1          10
xor2_1           39
or2_2            11
nand4_1          13
nor2b_1          17
nor4_1            6
o21bai_1         12
nand2b_1         20
o31ai_1          10
o221ai_1          5
and2_1           29
a31oi_1          27
mux2i_1          13
a21oi_1         113
nand2_1         131
o21ai_0          56
nor3b_1           5
ha_1            185
o311a_1           5
a221oi_1          7
a211oi_1         24
a21o_1           43
and3_1           10
a21boi_0          4
nor3_1           44
nand3b_1          7
a22o_1            4
xnor2_1          59
inv_2             4
nand3_1          33
clkbuf_1         28
o211ai_1         17
o211a_1           4
mux2_2           25
inv_1           101
or3_1            17
[what timing repair did]
action / 4_1_cts / 5_1_grt
pin swaps: 30 / 159
gates cloned: 0 / 0
gates resized: 34 / 203
setup endpoints to repair: 18 / 18
setup buffers: 18 / 53
[layer usage]
metal  track usage, %  wire length [um]  vias to the layer above  share of wire (%)
met3             3.79              1690                       28                4.6
met5                0                24                        -              0.066
met1             42.0             18500                     5740                 51
met2             43.0             15800                      228                 43
met4             2.44               370                        4                1.0
li1                 -                 -                     6279                  -
[cell type report]
cell class / instances / area (um^2)
multi-input cells: 1324 / 11700
fillers: 2027 / 8740
repair buffers: 529 / 4190
inverters: 108 / 413
well taps: 330 / 413
diodes: 1 / 2.50
